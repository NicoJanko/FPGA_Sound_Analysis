`flow/run.sh`:
```
#!/bin/bash
# OpenROAD 26Q1-2900-gdf79404cd8, Yosys 0.63+post, stock flow scripts
make -C /OpenROAD-flow-scripts/flow DESIGN_CONFIG=/design/flow/config.mk WORK_HOME=/design/flow/orfs finish
```
`flow/config.mk`:
```
export PLATFORM = sky130hd
export DESIGN_NAME = adc_dig_to_uart
export DESIGN_NICKNAME = adc_dig_to_uart
export VERILOG_FILES = /design/flow/design.v
export SDC_FILE = /design/flow/constraint.sdc
export NUM_CORES = 4
export LEC_CHECK = 1
export CORE_UTILIZATION = 50
```
`flow/constraint.sdc`:
```
current_design adc_dig_to_uart

set clk_period 2.4
set clk_io_pct 0.2

create_clock -name clk0 -period $clk_period [get_ports {clk}]

set non_clock_inputs [all_inputs -no_clocks]
set_input_delay [expr $clk_period * $clk_io_pct] -clock clk0 $non_clock_inputs
set_output_delay [expr $clk_period * $clk_io_pct] -clock clk0 [all_outputs]
```
`flow/design.v`:
```
module adc_dig_to_uart (
    input wire clk,                
    input wire ready,              
    input wire [15:0] i_xdac,
    input wire i_dig,      
    output wire uart_tx,           
    output wire busy               
);
    parameter CLK_FREQ = 12000000;
    parameter SAMPLE_FREQ = 1000;
    localparam SAMPLE_DELAY = CLK_FREQ / SAMPLE_FREQ;
    reg [15:0] sample_delay = 0;
    reg [11:0] adc_raw = 0;                
    reg [15:0] adc_sample = 0;
    reg [7:0] dig_sample =0;             
    reg [7:0] tx_byte = 0;
    reg send_pending = 0;
    reg send = 0;
    reg [2:0] state = 0;
    wire uart_busy;
    uart uart_inst (
        .clk(clk),
        .send(send),
        .data(tx_byte),
        .tx(uart_tx),
        .busy(uart_busy)
    );
    assign busy = uart_busy;
    always @(posedge clk) begin
        if (send_pending && !uart_busy) begin
        send <= 1;
        send_pending <= 0;
            end else begin
                send <= 0;
            end  
            case (state)
                0: begin
                    if (sample_delay < SAMPLE_DELAY) begin
                        sample_delay <= sample_delay + 1;
                    end
                    if (ready) begin
                        if (!uart_busy) begin                                        
                        adc_raw <= i_xdac[15:4];                  
                        adc_sample <= {4'b0000, i_xdac[15:4]};    
                        tx_byte <= 8'hAA;                         
                        send_pending <= 1;
                        state <= 1;
                        end
                    end
                end
                1: begin
                if (!uart_busy) begin                                        
                    tx_byte <= adc_sample[15:8]; 
                    send_pending <= 1;
                    state <= 2;
                    end
                end
                2: begin
                if (!uart_busy) begin
                    tx_byte <= adc_sample[7:0];
                    send_pending <= 1;
                    state <= 3;
                end
                end
                3: begin
                if (!uart_busy) begin
                    tx_byte <= 8'hBB;
                    send_pending <= 1;
                    state <= 4;
                end
                end
                4: begin
                if (!uart_busy) begin
                    tx_byte <= {7'b0, i_dig};
                    send_pending <=1;
                    state <= 0;
                    sample_delay <= 0;
                end
                end
            endcase
    end
endmodule
`timescale 1ns/1ps
module uart (
    input wire clk,
    input wire send,
    input wire [7:0] data,  
    output reg tx = 1,           
    output reg busy = 0 
);
    parameter CLK_FREQ = 12000000;
    parameter BAUD = 115200;
    localparam CLKS_PER_BIT = CLK_FREQ / BAUD;
    reg [3:0] bit_index = 0;         
    reg [15:0] clk_count = 0;        
    reg [9:0] shift_reg = 10'b1111111111;   
    reg sending = 0;
    always @(posedge clk) begin
        if (send && !sending) begin
            sending <= 1;
            busy <= 1;
            bit_index <= 0;
            clk_count <= 0;
            shift_reg <= {1'b1, data, 1'b0};   
            tx <= 0;  
        end else if (sending) begin
            if (clk_count < CLKS_PER_BIT - 1) begin
                clk_count <= clk_count + 1;
            end else begin
                clk_count <= 0;
                bit_index <= bit_index + 1;
                shift_reg <= {1'b1, shift_reg[9:1]};   
                tx <= shift_reg[1];
                if (bit_index == 9) begin
                    sending <= 0;
                    busy <= 0;
                    tx <= 1;   
                end
            end
        end else begin
            tx <= 1;   
        end
    end
endmodule
```
==> impl_metrics.ini <==
; yosys + openroad results
[global_route]
grt_pass1_vias = 1464
grt.total_usage = 0.1691
grt_overflow = 0
antenna_found_initial = 0
grt_max_degree = 24
grt_pass1_wl_mm = 6.223

[yosys]
yosysWarnings = 2
yosys-stat-cells = 200
ys_seq_share = 0.6317
async_flop_share = 0
top_logic_kind = simple AND/OR/NAND/NOR gates
simple_gate_share = 0.1817
synthCells = 200
avgSynthCellArea_um2 = 11.33
synth_area_mm2 = 0.002266
synth_xor_xnor_area_share = 0.02706
ff_type = edfxtp_1
mux_share = 0.004970
edf_count = 31
ys_ff = 56
aoi_share = 0.1160
ys_sh_adder = 0.01657
yosysChipArea_mm2 = 0.002266
ys_types = 39

[critical_path]
r2r-start = uart_inst.clk_count[0]$_SDFFE_PP0P_
rrSetupSlack_ns = 0.32
critical_path_class = reg2reg
end_kind = flip-flop
cp-start-kind = flip-flop
cp_max_fo = 23
cp.arrival_ns = 2.15
cp_data_required_time_ns = 2.47
worstRegToRegCells = 5
setup.worst_path.start = uart_inst.clk_count[0]$_SDFFE_PP0P_

[drt]
routed_wl_mm = 3.546
dr.first_iter.drc_count = 52
wl_per_cell_um = 13.08
num_antenna_cells = 0
ant_nets = 0
vias = 1533
drcViolationCount = 0
viasPerCell = 5.657
dr.pass1.iters = 4

[timing]
grt_setup_unrepaired = false
slew_viol_final = 0
period_used_share = 0.8670
setup_tns_ns = 0
tightestPinTransition_ns = 0.5971
max_freq_mhz = 480.6
setup_viol = 0
slew_headroom = 0.6011
skew_ns = 0.005344
finalHoldViolations = 0
period_needed_ns = 2.081
whs_ns = 0.4647

[power]
power_leakage_nw = 0.9562
p_total_mw = 2.804
peakVddDrop_mv = 0.5745
powerDensity_mw_per_mm2 = 1076

[placement]
dpl.cell_count = 263
numPortBuffers = 16
hpwl_mm = 2.450
routabilityCongestion = 0.8609

[worst_hold_path]
hold_depth = 1
min_from = send_pending$_DFF_P_
min_path_type = reg2reg

[clock_tree]
cts_resized = 0
clk_path_buf_depth = 2
cts-htree-levels = 2
postCtsSetupRepairBufs = 0
clk_pin_slew_worst_paths_ns = 0.10
clkLatencyLatePin_ns = 0.31
cts_made_buffers = 5
root_buffer = clkbuf_8
cts.sinks = 56
cts_tree = built
postCtsHoldBufs = 0

[floorplanning]
die-width_um = 69.32
io_pins = 21
fp_util = 0.5204
die_h_um = 69.32
row_count = 24
dieArea_mm2 = 0.004805
core-area_mm2 = 0.004354

[final_layout]
top_register = uart_inst.clk_count
num-fill-cells = 340
largest_reg_flops = 16
largestRegisters = uart_inst.clk_count: 16 flops, adc_sample: 12 flops
instances_no_fill = 271
mostFrequentLayoutCells = nor2_1, edfxtp_1, dfxtp_1
drive_above_1_share = 0.08219
syn2layout_area_growth_pct = 14.96
lay_top_count = nor2_1

[job]
tool_warnings = 30
drv_cap = 0

[run_status]
status = completed
-- worst max-delay path, stage by stage (launching register included) --
cell and delay [ns]:
dfxtp_1 0.35, ha_1 0.25, a211oi_1 0.25, o2111ai_1 0.26, mux2_2 0.55, o21a_1 0.18
-- synthesized netlist by cell type (4+ instances only) --
cell type | n | area (um^2)
a21oi_1 | 14 | 70.07
a22o_1 | 7 | 61.31
buf_2 | 4 | 20.02
clkbuf_1 | 4 | 15.01
dfxtp_1 | 25 | 500.5
edfxtp_1 | 31 | 930.9
nand2_1 | 9 | 33.78
nand3_1 | 6 | 30.03
nor2_1 | 33 | 123.9
nor3_1 | 7 | 35.03
nor3b_1 | 4 | 30.03
xnor2_1 | 4 | 35.03
-- worst paths after layout --
| path | endpoint |
|---|---|
| max | uart_inst.shift_reg[8]$_DFFE_PP_ |
| min | send_pending$_DFF_P_ |
| min reg2reg | send_pending$_DFF_P_ |
| max reg2reg | uart_inst.shift_reg[8]$_DFFE_PP_ |
-- cell type report --
type / instances / area (um^2) / area share
Clock buffer: 5 / 68.82 / 0.02642
Clock inverter: 3 / 47.55 / 0.01825
Inverter: 3 / 11.26 / 0.004323
Multi-Input combinational cell: 132 / 790.8 / 0.3036
Sequential cell: 56 / 1431 / 0.5495
Tap cell: 52 / 65.06 / 0.02498
Timing Repair Buffer: 20 / 190.2 / 0.07301
-- report_power, final --
group	internal, mW	switching [mW]	leakage (nW)
clock	0.314	0.298	0.0583
combinational	0.334	0.346	0.408
sequential	1.30	0.216	0.490
-- kinds of logic after synthesis --
group,after synthesis
simple gates,81
flops,56
compound gates,40
buf+inv,12
xor+xnor,7
fa+ha+maj,3
mux,1
-- through the flow --
stage / setup WS [ns] / util / area, um^2
after CTS: 0.3135 / 0.5983 / 2605
after global placement: 0.3793 / 0.5716 / 2489
after global routing: 0.1777 / 0.5983 / 2605
after floorplan: 0.1298 / - / 2272
after detailed placement: 0.3451 / 0.5716 / 2489
final: 0.3192 / 0.5983 / 2605
-- layer usage --
layer  GRT usage  wire length [um]
met5           0                 0
met2      0.2762              1719
met3     0.04277               158
met4     0.02268                38
met1      0.2559              1630
No activity file was given, so power comes from the tool's default toggle rates.
