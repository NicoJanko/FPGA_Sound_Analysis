### ./config.mk
export PLATFORM = sky130hd
export DESIGN_NAME = bram_fifo
export DESIGN_NICKNAME = bram_fifo
export VERILOG_FILES = /design/flow/design.v
export SDC_FILE = /design/flow/constraint.sdc
export NUM_CORES = 4
export LEC_CHECK = 1
export CORE_UTILIZATION = 50
### ./constraint.sdc
current_design bram_fifo

set clk_period 12.3
set clk_io_pct 0.2

create_clock -name clk0 -period $clk_period [get_ports {clk}]

set non_clock_inputs [all_inputs -no_clocks]
set_input_delay [expr $clk_period * $clk_io_pct] -clock clk0 $non_clock_inputs
set_output_delay [expr $clk_period * $clk_io_pct] -clock clk0 [all_outputs]
### ./design.v
`timescale 1ns / 1ps
module bram_fifo #(
    parameter WIDTH = 8,  
    parameter DEPTH = 32, 
    parameter ADRR_WIDTH = $clog2(DEPTH) 
)(
    input wire clk,
    input wire rst,
    input wire write,
    input wire [WIDTH-1:0] data_in,
    output wire almost_full,
    input wire read,
    output wire [WIDTH-1:0] data_out,
    output wire almost_empty
    );
    reg [WIDTH-1:0] memory [0:DEPTH-1];
    reg [ADRR_WIDTH-1:0] w_pointer = 0;
    reg [ADRR_WIDTH-1:0] r_pointer = 0;
    reg [ADRR_WIDTH-1:0] count = 0;
    localparam ALMOST_F = DEPTH - 4;
    localparam ALMOST_E = 2;
    assign almost_full = (count > ALMOST_F);
    assign almost_empty = (count < ALMOST_E);
    assign data_out = memory[r_pointer];
    always @(posedge clk) begin
        if (rst) begin
            count <= 0;
            w_pointer <= 0;
            r_pointer <= 0;
        end else begin
            if(write && !read) begin
                count <= count + 1;
            end else if (read && !write) begin
                count <= count - 1;
            end else if (read && write) begin
                count <= count;
            end
            if (write && !almost_full) begin
                memory[w_pointer] <= data_in;
                w_pointer <= (w_pointer == DEPTH - 1) ?0: w_pointer + 1;
            end
            if (read && !almost_empty) begin
                r_pointer <= (r_pointer == DEPTH -1)? 0: r_pointer + 1;
            end
        end
    end
endmodule
### ./run.sh
#!/bin/bash
# OpenROAD 26Q1-2900-gdf79404cd8, Yosys 0.63+post, stock flow scripts
make -C /OpenROAD-flow-scripts/flow DESIGN_CONFIG=/design/flow/config.mk WORK_HOME=/design/flow/orfs finish
==> run summary <==
Top cells by count, synth: edfxtp_1, nor2_1, mux4_2
CTS Hold Buffers Added: 0
Core Util at FP: 51.3%
Final hold vios: 0
Post_cts resized: 0
Aggregate global routing overflow: 0
Unrepaired setup endpoints after global routing: false
Clock sinks: 271
Initial antenna violation count: 0
Outcome: complete, no violations
CTS tree: yes
Clk ins delay skew pair: 0.53 ns
Post-synthesis cell area: 10,800 sq um
Die Wd: 149 um
ANT cells: 0
Worst path max stage delay: 0.61 ns
Number of max-cap violations: 0
Slowest library cell on the worst path: mux4_1
Critical Path End Type: output port
Tcrit/Tclk final: 50.2%
Maximum vdd drop: 0.131 mV
Count leader, synth: edfxtp_1
IO Pins: 22
Tmin final: 6.18 ns
CTS buffer count: 28
Detailed Route Iter0 Violations: 312
DP HPWL: 13.8 mm
Drt drc: 0
CP delay by family, top: buffers and inverters
# rows: 53
Die Y: 149 um
CP arrival: 3.72 ns
CTS root buf: clkbuf_16
FFs w/ async S/R, synth: 0%
First-pass GRT wire length: 33.7 mm
Post-synthesis cell count: 564
Final setup skew: 0.00709 ns
Main flop type: edfxtp_1
Distinct lib cells used: 46
Max_slew headroom: 34.6%
Kind of critical path: flop to output port
Port bufs: 21
WL final: 22.1 mm
EDFF count, synth: 256
Slew @ Worst Pin: 0.978 ns
Cell count listed in synth_stat.txt: 564
Log Warnings: 28
Setup_tns: 0 ns
Placed cell areas: 11,300 sq um
Die area: 22,200 sq um
Endpoints failing setup: 0
Static Leak: 0.00384 uW
Worst-path maximum fanout: 26
H-tree depth: 1
Postcts setup bufs: 0
Yosys warns: 1
Max Freq: 162 MHz
Min Hold Slack: 0.555 ns
Drt first pass iters: 4
Syn-to-layout area delta: 13.0%
Pwr/cell area: 168 nW/um^2
Startpoint Class: flop
Seq/Total Area, Yosys: 73.9%
Largest net degree at the start of global routing: 39
ANT nets after route: 0
Top-area cell share: 71.1%
Clk buf depth: 3
CP required: 9.84 ns
Clock-pin slew on the worst setup and hold paths: 0.06 ns
Core area: 21,100 sq um
Fillcell total: 1,552
Layout cells sized above 1: 17.5%
Max Slew Vio Count: 0
Area leader, netlist: edfxtp_1
Gr usage total: 23.8%
HP Class: flop to flop
CP Buf/Inv Count: 3
GPL Wtd Cong: 0.838
Yosys synthesis chip area: 10,800 sq um
Worst path cell trace: buf_4 > buf_4 > mux4_1 > a22o_1 > a2111oi_2 > a21oi_1 > clkdlybuf4s50_1
Drt wl/cell: 24.7 um
Post-route cell area: 12,200 sq um
Flops after synth: 271
CP most frequent cell: buf_4
Syn avg cell area: 19.2 sq um
Vias in the first global route: 5,583
DR vias/cell: 5.89
Via count: 5,281
Largest cells by area: edfxtp_1, mux4_2, mux2i_1
-- per-layer routing --
layer | part of all wire [%] | GRT usage, % | routed length [um]
met4 | 1.6 | 3.01 | 359
met3 | 14 | 14.8 | 2990
met2 | 47 | 34.1 | 10400
met1 | 38 | 35.8 | 8340
met5 | 0.18 | 1.36 | 39
-- state kept, by name (all words and copies together), names as in the netlist --
register and flops:
count 5, memory 256, r_pointer 5, w_pointer 5
-- through the flow --
stage / total power [uW] / cells / utilization (%) / worst slack (ns)
after floorplan: 1180 / 564 / - / 8.18
after detailed placement: 1260 / 845 / 53.6 / 6.60
final: 2050 / 897 / 57.9 / 6.12
after CTS: 2070 / 897 / 57.9 / 6.02
after global routing: 2120 / 897 / 57.9 / 5.86
after global placement: 1250 / 845 / 53.6 / 6.63
-- area by class of cell --
class                   count  area, sq um  area share [%]
inverters                   4         15.0           0.123
well taps                 275          344            2.82
flip-flops and latches    271         7990            65.4
multi-input cells         258         2630            21.6
clock buffers              36          752            6.16
repair buffers             37          330            2.70
clock inverters            16          149            1.22
-- worst paths after layout --
kind                            cells after the start    startpoint           end  slack, ns
worst min register to register                      2  w_pointer[0]  w_pointer[0]       0.56
worst max register to register                      4      count[1]  memory[0][3]       9.55
worst max-delay path                                7  r_pointer[1]   data_out[1]       6.12
worst min-delay path                                2  w_pointer[0]  w_pointer[0]       0.56
-- power breakdown --
part | leakage (uW) | switching [uW] | internal, uW
clock network | 0.000432 | 322 | 492
registers | 0.00243 | 9.87 | 1020
logic | 0.000982 | 109 | 98.8
-- cell usage in the layout (no fill, tap or decap), types with 2 or more instances in the layout --
cell type	count
nor2_1	48
mux4_2	44
ha_1	11
or4_1	2
nand3_1	4
clkinv_1	10
buf_4	16
clkdlybuf4s50_1	21
xor2_1	2
a22oi_1	8
edfxtp_1	256
or4b_1	2
nor2b_1	2
or3_1	2
o221ai_1	8
nand3b_1	5
inv_1	4
a31oi_1	2
bufinv_16	3
clkbuf_16	29
clkbuf_1	7
dfxtp_1	13
a22o_1	8
o21ai_0	3
mux4_1	4
a21o_1	2
mux2i_1	38
nand2_1	6
and3_1	2
dfxtp_2	2
a2111oi_2	8
a21oi_1	25
or3b_2	2
o22ai_1	8
-- worst reg2reg max path, cell delays in order, from the launching register on --
cell	delay (ns)
dfxtp_1	0.38
o2111a_1	0.31
nor3b_1	0.43
nand2_1	0.40
nor2_1	0.86
-- cells by family (layout without fill, tap and decap cells) --
family / count (synthesis) / in the layout / synth area share (%)
AOI/OAI and AO/OA: 76 / 76 / 5.35
xor gates and xnor gates: 3 / 3 / 0.243
adders and majority gates: 12 / 12 / 1.46
buffers and inverters: 35 / 93 / 1.77
DFF: 271 / 271 / 73.9
muxes: 87 / 87 / 13.8
and+or+nand+nor: 80 / 80 / 3.54
Power is estimated from default activity; no workload was simulated.
