`./run.sh`:
```
#!/bin/bash
# OpenROAD 26Q1-2900-gdf79404cd8, Yosys 0.63+post, stock flow scripts
make -C /OpenROAD-flow-scripts/flow DESIGN_CONFIG=/design/flow/config.mk WORK_HOME=/design/flow/orfs finish
```
`./constraint.sdc`:
```
current_design adc_to_uart

set clk_period 3.6
set clk_io_pct 0.2

create_clock -name clk0 -period $clk_period [get_ports {clk}]

set non_clock_inputs [all_inputs -no_clocks]
set_input_delay [expr $clk_period * $clk_io_pct] -clock clk0 $non_clock_inputs
set_output_delay [expr $clk_period * $clk_io_pct] -clock clk0 [all_outputs]
```
`./design.v`:
```
module adc_to_uart (
    input wire clk,                
    input wire ready,              
    input wire [15:0] i_xdac,      
    output wire uart_tx,           
    output wire busy               
);
    parameter CLK_FREQ = 12000000;
    parameter SAMPLE_FREQ = 1000;
    localparam SAMPLE_DELAY = CLK_FREQ / SAMPLE_FREQ;
    reg [15:0] sample_delay = 0;
    reg [11:0] adc_raw = 0;                
    reg [15:0] adc_sample = 0;             
    reg [7:0] tx_byte = 0;
    reg send = 0;
    reg [1:0] state = 0;
    wire uart_busy;
    uart uart_inst (
        .clk(clk),
        .send(send),
        .data(tx_byte),
        .tx(uart_tx),
        .busy(uart_busy)
    );
    assign busy = uart_busy;
    always @(posedge clk) begin
        send <= 0;   
        if (sample_delay < SAMPLE_DELAY) begin
            sample_delay <= sample_delay + 1;
        end else if (!uart_busy && ready) begin
            sample_delay <= 0;
            case (state)
                0: begin
                    adc_raw <= i_xdac[15:4];                   
                    adc_sample <= {4'b0000, i_xdac[15:4]};     
                    tx_byte <= 8'hAA;                          
                    send <= 1;
                    state <= 1;
                end
                1: begin
                    tx_byte <= adc_sample[15:8];               
                    send <= 1;
                    state <= 2;
                end
                2: begin
                    tx_byte <= adc_sample[7:0];                
                    send <= 1;
                    state <= 0;
                end
            endcase
        end
    end
endmodule
`timescale 1ns/1ps
module uart (
    input wire clk,
    input wire send,
    input wire [7:0] data,  
    output reg tx = 1,           
    output reg busy = 0 
);
    parameter CLK_FREQ = 12000000;
    parameter BAUD = 115200;
    localparam CLKS_PER_BIT = CLK_FREQ / BAUD;
    reg [3:0] bit_index = 0;         
    reg [15:0] clk_count = 0;        
    reg [9:0] shift_reg = 10'b1111111111;   
    reg sending = 0;
    always @(posedge clk) begin
        if (send && !sending) begin
            sending <= 1;
            busy <= 1;
            bit_index <= 0;
            clk_count <= 0;
            shift_reg <= {1'b1, data, 1'b0};   
            tx <= 0;  
        end else if (sending) begin
            if (clk_count < CLKS_PER_BIT - 1) begin
                clk_count <= clk_count + 1;
            end else begin
                clk_count <= 0;
                bit_index <= bit_index + 1;
                shift_reg <= {1'b1, shift_reg[9:1]};   
                tx <= shift_reg[1];
                if (bit_index == 9) begin
                    sending <= 0;
                    busy <= 0;
                    tx <= 1;   
                end
            end
        end else begin
            tx <= 1;   
        end
    end
endmodule
```
`./config.mk`:
```
export PLATFORM = sky130hd
export DESIGN_NAME = adc_to_uart
export DESIGN_NICKNAME = adc_to_uart
export VERILOG_FILES = /design/flow/design.v
export SDC_FILE = /design/flow/constraint.sdc
export NUM_CORES = 4
export LEC_CHECK = 1
export CORE_UTILIZATION = 50
```
==> run summary <==
fresh numbers from the pnr run: maximum capacitance violations 0, number of cells in Yosys stat 256, Detail Route Antenna Nets 0, register area share after synthesis 61.1%, pin count of the biggest net entering global routing 17, final instance area 3510 um2, Worst-Margin Slew 0.807 ns, Max-area cell share 45.3%, chip area 6410 um2, root buf cell clkbuf_8, CTS tree yes, Crit path required time 3.82 ns, Die H 80.1 um, Slew Viols, Final 0, post-CTS resize count 0, PnR worst setup slack 1.42 ns, Netlist Area Pre-Place 3050 um2, # DRC 0, Clock Tree Buf Depth 2, Max Used Layer met4, CP Capture Type register, Slew headroom 46.2%, via count 1920, Post-Route WL 4760 um, met2 routed WL 2090 um, Die W 80.1 um, outcome complete, no violations, syn avg cell area 11.9 um2, post-synth cell types 46, Final Wtd Congestion 0.808, cell taking the most area after synthesis edfxtp_1, comb. cell area 1110 um2, Place WS 1.39 ns, final hold viol count 0, Finish-stage setup viols 0, commonest cells in the netlist edfxtp_1, nor2_1, dfxtp_1, crit path cell chain ha_1 -> a211oi_2 -> o2111a_2 -> a21oi_2 -> buf_4 -> nor2_1, top post-synthesis cells by area edfxtp_1, dfxtp_1, nor2_1, CTS H-tree lvls 3, total core area 5890 um2, Arr. time, crit path 2.40 ns, CTS Buf Count 9, final period utilization 60.6%, Power per Cell Area 685 nW/um2, Post-CTS Setup Inserts 0, WL/cell 13.2 um, n_diodes 0, Async S/R FF share, synth 0%, yosys stat chip area 3050 um2, row count 28, most common cell in the netlist edfxtp_1, GR Util All Layers 17.5%, initial antenna violation count 0, Setup crit start kind register, hold_buf cts 0, met3 wire len 175 um, port buffer count 15, GRT overflow 0, shortest period the worst path allows 2.18 ns, tool warnings 33, Critical-path top delay cell a21oi_2, Initial DRT Pass Iterations 4, DR vias/cell 5.32, Hold WC Path Type register to register, Crit path max-delay family AND-OR/OR-AND gates, biggest registers after layout sample_delay x16, uart_inst.clk_count x16, adc_sample x12, WS Path Type register to register, Syn-to-layout area delta 15.1%, crit path max fanout 15, Lkg Pwr 1.27 nW, Clock Pin Slew Worst Setup and Hold Paths 0.07 ns, Ys Warns 2, FILL cells 479, first-pass GRT wire length 8070 um, Max VDD drop 452 uV, I/O Pins 20, Fin Clk Skew 0.0102 ns, overall power 2.40 mW, Setup TNS 0 ns, share of layout cells above drive strength 1 10.5%, count of library flops with an enable pin 46, RSZ-0062 raised after global routing false, clk sinks 70, DRT iter0 DRCs 53, post-synthesis cell count 256, Final HPWL DP 3130 um, Fmax 459 MHz, metal1 wirelength 2440 um, FP Core Util 51.8%, max incr delay on CP 0.63 ns, dpl cell area 3300 um2, vias in the first global route 1761, CP Buf/Inv Count 1, flip-flop and latch area 1860 um2, clk latency of the worst-skew pair 0.33 ns, Synth flops 70, Dominant flop cell edfxtp_1
[final timing paths]
check                                            start                     end  slack [ns]  cells past startpoint
worst max-delay path            uart_inst.clk_count[0]  uart_inst.clk_count[8]        1.42                      6
worst min-delay path            uart_inst.bit_index[2]  uart_inst.bit_index[2]        0.49                      1
worst max register to register  uart_inst.clk_count[0]  uart_inst.clk_count[8]        1.42                      6
worst min register to register  uart_inst.bit_index[2]  uart_inst.bit_index[2]        0.49                      1
[report_power, final]
part | total, mW | internal (mW) | switching, mW | leakage (nW)
sequential | 1.26 | 1.08 | 0.171 | 0.632
clock | 0.649 | 0.386 | 0.263 | 0.105
combinational | 0.496 | 0.218 | 0.278 | 0.539
[logic make-up (layout without fill, tap and decap cells)]
kind of cell | count (synthesis) | count (layout) | share of synthesized area, %
flip-flops | 70 | 70 | 61.1
multiplexers | 1 | 1 | 0.329
XOR/XNOR | 19 | 19 | 5.46
AND/OR/NAND/NOR | 95 | 95 | 16.7
AND-OR/OR-AND | 43 | 43 | 10.3
buffers and inverters | 19 | 48 | 2.71
other | 1 | 2 | 0.123
adder cells (fa/ha/maj) | 8 | 8 | 3.29
[stage by stage]
step | hold slack, ns | utilization (%) | std cells
after floorplan | 0.446 | - | 257
after global placement | 0.470 | 56.1 | 345
after detailed placement | 0.484 | 56.1 | 345
after CTS | 0.501 | 59.6 | 361
after global routing | 0.525 | 59.6 | 361
final | 0.494 | 59.6 | 361
[worst register-to-register path: stages, from the launching register on]
cell	delay, ns
dfxtp_1	0.40
ha_1	0.28
a211oi_2	0.11
o2111a_2	0.31
a21oi_2	0.63
buf_4	0.29
nor2_1	0.05
[cells in the final DEF, fill, tap and decap left out, types with 9 or more instances in the layout]
cell              n
edfxtp_1         46
nor2_1           32
dfxtp_1          24
nand2_1          15
clkdlybuf4s50_1  15
xnor2_1          13
inv_1            12
a21oi_1          11
nor3_1            9
nand3_1           9
clkbuf_8          9
[layout make-up]
class / count / share of cell area (%)
sequential: 70 / 53.1
timing repair buffer: 20 / 5.35
inverter: 12 / 1.28
clock buffer: 11 / 3.75
tap: 75 / 2.68
multi-input combinational: 168 / 31.7
clock inverter: 5 / 2.11
[metal layers]
layer	GRT usage (%)	vias to the layer above
met4	2.50	0
li1	-	990
met1	31.0	899
met2	24.5	25
met5	0	-
met3	4.73	6
Power figures rest on the tool's default switching activity, not on a simulated workload.
